`config.mk`:
```
export PLATFORM = sky130hd
export DESIGN_NAME = cpu_nopipeline_wrapper
export DESIGN_NICKNAME = cpu_nopipeline_wrapper
export VERILOG_FILES = /design/flow/design.v
export SDC_FILE = /design/flow/constraint.sdc
export NUM_CORES = 4
export LEC_CHECK = 1
export CORE_UTILIZATION = 30
```
`constraint.sdc`:
```
current_design cpu_nopipeline_wrapper

set clk_period 23.5
set clk_io_pct 0.2

create_clock -name clk0 -period $clk_period [get_ports {clk}]

set non_clock_inputs [all_inputs -no_clocks]
set_input_delay [expr $clk_period * $clk_io_pct] -clock clk0 $non_clock_inputs
set_output_delay [expr $clk_period * $clk_io_pct] -clock clk0 [all_outputs]
```
`design.v`:
```
`default_nettype none
module cpu_nopipeline
  #( parameter  IWIDTH = 32,  
     parameter  AWIDTH = 32,  
     parameter OPWIDTH =  6,  
     parameter RGWIDTH = 32,  
     parameter RAWIDTH =  5,  
     parameter SHWIDTH =  5,  
     parameter FNWIDTH =  6,  
     parameter IMWIDTH = 16,  
     parameter IDWIDTH = 26,  
     parameter WDWIDTH = 32,  
     parameter STATE   =  4,  
     parameter PHYS_AWIDTH=16) 
   ( input wire [IWIDTH-1:0]           inst,
     output wire[PHYS_AWIDTH-1:0] inst_addr,
     input wire [WDWIDTH-1:0]     ld_data,
     output reg [WDWIDTH-1:0]     st_data,
     output reg [PHYS_AWIDTH-1:0]mem_addr,  
     output reg              write_enable,
     input wire clk,
     input wire rstn);
reg [STATE-1:0] state;
localparam s_fetch      = 4'b0001;
localparam s_decode     = 4'b0010;
localparam s_execute    = 4'b0100;
localparam s_write_back = 4'b1000;
reg [AWIDTH-1:0] pc;
wire[AWIDTH-1:0] pc_plus_4  = pc + 4;
reg [OPWIDTH-1:0] opcode;      
reg [RAWIDTH-1:0] rd;          
reg [RAWIDTH-1:0] rs;          
reg [RAWIDTH-1:0] rt;          
reg [SHWIDTH-1:0] shift;       
reg [FNWIDTH-1:0] funct;       
reg [IMWIDTH-1:0] immediate;   
reg [IDWIDTH-1:0] index;       
reg [3:0] inst_type;
localparam r_type = 3'b0001;
localparam i_type = 3'b0010;
localparam j_type = 3'b0100;
localparam f_type = 4'b1000;
reg [RGWIDTH-1:0] op_s;  
reg [RGWIDTH-1:0] op_t;  
reg [RGWIDTH-1:0] op_d;  
reg [AWIDTH-1:0] mem_addr_reg;
reg [AWIDTH-1:0] branch_direction;  
reg branch_enable;
reg [RGWIDTH-1:0]  register [31:0];  
reg [RGWIDTH-1:0] fregister [31:0];  
localparam r_zero =  0;  
localparam r_link = 31;  
integer i;  
assign inst_addr = pc[15:0];
always @(posedge clk) begin
  if (~rstn) begin  
    state           <= s_fetch;
    pc              <= 0;
    opcode          <= 0;
    rs              <= 0;
    rt              <= 0;
    rd              <= 0;
    shift           <= 0;
    funct           <= 0;
    immediate       <= 0;
    index           <= 0;
    inst_type       <= 0;
    op_s            <= 0;
    op_t            <= 0;
    op_d            <= 0;
    mem_addr_reg    <= 0;
    branch_direction<= 0;
    branch_enable   <= 0;
    for(i = 0; i < 32; i = i + 1) begin
      register[i]   <= 0;
      fregister[i]  <= 0;
    end
  end else begin 
    write_enable   <= 0;
    case ( state )
      s_fetch:
      begin
        opcode    <= inst[32-1:32-6];  
        rd        <= inst[26-1:26-5];  
        rs        <= inst[21-1:21-5];  
        rt        <= inst[16-1:16-5];  
        shift     <= inst[11-1:11-5];  
        funct     <= inst[ 6-1:   0];  
        immediate <= inst[16-1:   0];  
        index     <= inst[26-1:   0];  
        state     <= s_decode;
      end
      s_decode:
      begin
        case ( opcode )
          6'b000000: inst_type <= r_type;  
          6'b000010: inst_type <= j_type;  
          6'b000011: inst_type <= j_type;  
          default  : inst_type <= i_type;  
        endcase
        op_s          <= register[rs];
        op_t          <= register[rt];
        op_d          <= register[rd];
        mem_addr_reg  <= register[rs][15:0] + immediate[15:0];
        state         <= s_execute;
      end
      s_execute:
      begin
        branch_enable <= 0;
        case ( inst_type )
          r_type:
          begin
            case ( funct )
              6'b000000:op_d<=        op_s <<        funct ;    
              6'b000010:op_d<=        op_s >>        funct ;    
              6'b000011:op_d<=        op_s >>>       funct ;    
              6'b000100:op_d<=        op_s <<         op_t ;    
              6'b001000:                                        
              begin
                branch_enable    <= 1;
                branch_direction <= op_d;
              end
              6'b100000:op_d<=$signed(op_s) + $signed(op_t);    
              6'b100001:op_d<=        op_s  +         op_t ;    
              6'b100010:op_d<=$signed(op_s) - $signed(op_t);    
              6'b100011:op_d<=        op_s  -         op_t ;    
              6'b100100:op_d<=        op_s  &         op_t ;    
              6'b100101:op_d<=        op_s  |         op_t ;    
              6'b100110:op_d<=        op_s  ^         op_t ;    
              6'b100111:op_d<=~(      op_s  |         op_t);    
              6'b101010:op_d<=$signed(op_s)<$signed(op_t)? 1:0; 
              default:
              begin
              end
            endcase
          end
          i_type:
          begin
            case ( opcode )
              6'b000100:  
              begin
                branch_enable    <= (op_d == op_s) ? 1:0;
                branch_direction <= $signed({1'b0,pc})+$signed({immediate,2'b00})+4;
              end
              6'b000101:  
              begin
                branch_enable    <= (op_d == op_s) ? 0:1;
                branch_direction <= $signed({1'b0,pc})+$signed({immediate,2'b00})+4;
              end
              6'b001000:op_d<=$signed(op_s) + $signed(immediate);    
              6'b011000:op_d<=$signed(op_s) - $signed(immediate);    
              6'b001111:op_d<={immediate, 16'd0};                    
              6'b001100:op_d<=op_s & {16'd0, immediate};             
              6'b001101:op_d<=op_s | {16'd0, immediate};             
              6'b001010:op_d<=$signed(op_s)<$signed(immediate)? 1:0; 
              6'b100011:  
              begin
                mem_addr     <= mem_addr_reg;
                op_d         <= ld_data;
              end
              6'b101011:  
              begin
                mem_addr     <= mem_addr_reg;
                st_data      <= op_d;
                write_enable <= 1;
              end 
              default:
              begin
              end
            endcase
          end
          j_type:
          begin
            case ( opcode )
              6'b000010:  
              begin
                branch_enable    <= 1;
                branch_direction <= {pc_plus_4[31:28],28'd0}+{index,2'b00};
              end
              6'b000011:  
              begin
                branch_enable    <= 1;
                branch_direction <= {pc_plus_4[31:28],28'd0}+{index,2'b00};
                register[r_link]   <= pc + 4;
              end
              default:
              begin
              end
            endcase
          end
          default:
          begin
          end
        endcase
        state <= s_write_back;
      end
      s_write_back:
      begin
        register[rd] <= op_d;
        state        <= s_fetch;
        pc           <= branch_enable == 1 ? branch_direction : (pc + 1);
      end
      default:
      begin
        state <= s_fetch;
      end
    endcase
  end
end
endmodule
`default_nettype wire
`default_nettype none
module cpu_nopipeline_wrapper
  #( parameter  IWIDTH = 32,  
     parameter  AWIDTH = 32,  
     parameter OPWIDTH =  6,  
     parameter RGWIDTH = 32,  
     parameter RAWIDTH =  5,  
     parameter SHWIDTH =  5,  
     parameter FNWIDTH =  6,  
     parameter IMWIDTH = 16,  
     parameter IDWIDTH = 26,  
     parameter WDWIDTH = 32,  
     parameter STATE   =  4   
   )
   ( 
     input wire [IWIDTH-1:0]  inst_wrap,
     output wire[16-1:0] inst_addr,
     input wire [WDWIDTH-1:0] ld_data,
     output wire[WDWIDTH-1:0] st_data,
     output wire[16-1:0]     mem_addr,
     output wire         write_enable,
     input wire clk,
     input wire rstn);
cpu_nopipeline u1 (inst_wrap,inst_addr,ld_data,st_data,mem_addr,write_enable,clk,rstn);
endmodule
`default_nettype wire
```
`run.sh`:
```
#!/bin/bash
# OpenROAD 26Q1-2900-gdf79404cd8, Yosys 0.63+post, stock flow scripts
make -C /OpenROAD-flow-scripts/flow DESIGN_CONFIG=/design/flow/config.mk WORK_HOME=/design/flow/orfs finish
```
==> impl_metrics.tcl <==
# place-and-route summary
set metrics [dict create \
    status "finished, final reports clean" \
    grt_pass1_vias 69890 \
    drive_gt1_share_pct 23.12 \
    drc_errors 0 \
    die_y_um 552.8 \
    crit_type "reg2out" \
    cp_top_family "buffers and inverters" \
    yosys_warnings 2 \
    crit_chain "clkdlybuf4s50_1" \
    maxSlewHeadroom_pct 0.3919 \
    dp_hpwl_um 275600 \
    cts_buffers 148 \
    numSynthFlops 1299 \
    hold_path_depth 0 \
    max-cap-violations 0 \
    drt_iter0_markers 6125 \
    final_cell_mix "1073 x edfxtp_1, 1009 x and2_1, 996 x mux4_2" \
    seq_area_frac_synth_pct 40.38 \
    antenna_found_initial 38 \
    edf_count 1073 \
    clk_pin_slew_ps 70 \
    cts_tree "yes" \
    htreeDepth 4 \
    first_pass_iters 8 \
    warnings 137 \
    num_vias 67920 \
    grt_max_degree 87 \
    synthArstFlopShare_pct 0 \
    cp.required_ps 18800 \
    tightest_slew_ps 1483 \
    clock_latency_ps 840 \
    cts_resized 0 \
    synthFlopType "edfxtp_1" \
    antenna_left 0 \
    worstSetupEndpointType "output pin" \
    fmax_mhz 142.9 \
    worstSetupPathDepth 1 \
    max_stage_delay_ps 920 \
    setup_tns_ps 0 \
    ff2ff_path_depth 18 \
    fp.dieW_um 552.8 \
    pre_cts_slack_ps 16040 \
    finalHoldViolCount 0 \
    crit_path_start "u1.pc[2]" \
    ir_drop_mv 0.08022 \
    syn_area_mm2 0.09100 \
    dieArea_mm2 0.3055 \
    largest_reg_flops 1024 \
    crit_arrival_ps 2300 \
    cts_setup_buffers 0 \
    overflow 0 \
    grtUsageTotal_pct 27.39 \
    lay_top_count "edfxtp_1" \
    holdCritPathClass "reg2reg" \
    r2r_slack_ps 16620 \
    io_buffer_count 130 \
    r2r_end "u1.mem_addr_reg[14]" \
    critPathMaxFanout 6 \
    crit_slowest_cell "clkdlybuf4s50_1" \
    routed_wl_um 399700 \
    num_rows 201 \
    rsz0062_at_grt "false" \
    gp_congestion 1.031 \
    avgViaCountPerCell 5.937 \
    root_buffer "clkbuf_16" \
    leakagePower_nw 35.30 \
    yosysUniqueCellTypes 97 \
    synthCells 7463 \
    grt_pass1_wl_um 553000 \
    worstSetupStartpointType "flop" \
    endpoint "inst_addr[2]" \
    clock_path_buffers 3 \
    drt-wirelength-per-cell_um 34.94 \
    core-area_mm2 0.3008 \
    avgSynthCellArea_um2 12.19 \
    period_minus_slack_ps 7000 \
    setup_slack_ps 16500 \
    yosysChipArea_mm2 0.09100 \
    largest_register "u1.register" \
    fin_crit_sh_pct 29.79 \
    boundaryPins 131 \
    syn2layout_area_growth_pct 12.79 \
    ys_cells 7463 \
    postCtsHoldBufs 0 \
    powerDensity_mw_per_mm2 64.27 \
    setup_viol 0 \
    cts_sinks 1299 \
    fillers 28780 \
    fin_worst_skew_ps 52.88 \
    drv_slew 0 \
    fp-utilization_pct 30.25 \
    path_buffers 1 \
]
## area by class of cell
class,count,area [µm²],share of cell area (%)
inverters,175,666.9,0.6497
clock buffers,211,4228,4.119
multi-input cells,5247,51340,50.01
well taps,3958,4952,4.825
flip-flops and latches,1299,36820,35.87
repair buffers,461,3887,3.787
clock inverters,63,689.4,0.6717
diodes,26,65.06,0.06339
## metrics by stage
step	utilization (%)	power, W	cell area (µm²)	hold slack (ps)	cells
finish	34.12	0.006597	102600	435.8	11440
detailed placement	32.47	0.004230	97660	427.3	11140
global placement	32.47	0.004222	97660	427.4	11140
floorplan	-	0.003586	91000	406.4	7463
global route	34.11	0.006772	102600	450.5	11420
CTS	34.10	0.006573	102600	437.1	11410
## routing by layer
| metal | wire length [µm] | vias up | track usage, % |
|---|---|---|---|
| met5 | 2648 | - | 5.813 |
| met4 | 26930 | 64 | 14.02 |
| met3 | 70860 | 921 | 20.37 |
| met2 | 169800 | 4909 | 38.25 |
| met1 | 129400 | 33380 | 30.11 |
| li1 | - | 28640 | - |
## synth_stat cells, types with 34 or more instances
cell type  instances  area, µm²
clkbuf_1         565       2121
ha_1             280       3503
and2_1          1009       6312
dfxtp_1          226       4524
mux2i_1          180       1802
buf_1             83      311.6
xor2_1            74      648.1
nand3_1           76      380.4
nand2_1          339       1272
o211ai_1          46      345.3
a31oi_1           73      456.7
inv_1            170      638.1
o31ai_1           34      255.2
nor3_1            67      335.3
a221oi_1          49      429.2
a211oi_1          97      728.2
edfxtp_1        1073      32220
o21bai_1          37      277.8
o21ai_0          314       1572
a21o_1            57      427.9
a311oi_1          44      385.4
nor2_1           447       1678
mux4_2           996      22430
a21oi_1          329       1647
a22oi_1           43      322.8
buf_2             71      355.3
xnor2_1          144       1261
nand2b_1          36      225.2
## where the power goes
group          switching (W)  total, W  internal [W]
Clock                0.00103   0.00236       0.00133
Combinational        0.00101   0.00157      0.000563
Sequential         0.0000932   0.00267       0.00257
## kinds of logic (layout without fill, tap and decap cells)
group / after synthesis / count (layout) / synth area share [%]
fa+ha+maj: 287 / 287 / 4.004
flops: 1299 / 1299 / 40.38
simple gates: 2176 / 2176 / 12.73
xor+xnor: 219 / 219 / 2.116
compound gates: 1362 / 1362 / 9.814
buf+inv: 917 / 910 / 3.991
other cells: 0 / 26 / 0
mux: 1203 / 1203 / 26.96
## how the worst min path moves through the flow
stage | start | to
finish | u1.mem_addr_reg[5] | u1.mem_addr[5]
CTS | u1.mem_addr_reg[5] | u1.mem_addr[5]
global route | u1.mem_addr_reg[0] | u1.mem_addr[0]
## worst register-to-register path, stage by stage, from the launching register on
cell,delay [ps]
dfxtp_4,750
buf_4,740
buf_4,660
buf_4,600
mux4_2,620
mux4_2,510
mux2_2,400
ha_1,390
o21ai_0,110
a21boi_0,140
o21ai_0,220
a21boi_0,150
o21ai_0,170
buf_4,200
a21oi_1,100
o41ai_1,430
o21ai_0,340
nand4b_1,190
o211ai_1,90
Power is estimated from default activity; no workload was simulated.
